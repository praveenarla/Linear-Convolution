<file path="design/flow/config.mk">
export PLATFORM = sky130hd
export DESIGN_NAME = main
export DESIGN_NICKNAME = main
export VERILOG_FILES = /design/flow/design.v
export SDC_FILE = /design/flow/constraint.sdc
export NUM_CORES = 4
export LEC_CHECK = 1
export CORE_UTILIZATION = 40
</file>
<file path="design/flow/constraint.sdc">
current_design main

set clk_period 1.9
set clk_io_pct 0.2

create_clock -name clk0 -period $clk_period [get_ports {clk}]

set non_clock_inputs [all_inputs -no_clocks]
set_input_delay [expr $clk_period * $clk_io_pct] -clock clk0 $non_clock_inputs
set_output_delay [expr $clk_period * $clk_io_pct] -clock clk0 [all_outputs]
</file>
<file path="design/flow/design.v">
module mux(input [7:0][7:0] A,output reg [7:0] out,input [2:0] select);
always@(*)
case(select)
3'b000:out=A[0];
3'b001:out=A[1];
3'b010:out=A[2];
3'b011:out=A[3];
3'b100:out=A[4];
3'b101:out=A[5];
3'b110:out=A[6];
3'b111:out=A[7];
endcase
endmodule
module invert(output ib,input b);
	assign ib = ~b;
endmodule
module and2 (input wire i0, i1, output wire o);
  assign o = i0 & i1;
endmodule
module or2 (input wire i0, i1, output wire o);
  assign o = i0 | i1;
endmodule
module xor2 (input wire i0, i1, output wire o);
  assign o = i0 ^ i1;
endmodule
module nand2 (input wire i0, i1, output wire o);
   wire t;
   and2 and2_0 (i0, i1, t);
   invert invert_0 (t, o);
endmodule
module nor2 (input wire i0, i1, output wire o);
   wire t;
   or2 or2_0 (i0, i1, t);
   invert invert_0 (t, o);
endmodule
module xnor2 (input wire i0, i1, output wire o);
   wire t;
   xor2 xor2_0 (i0, i1, t);
   invert invert_0 (t, o);
endmodule
module and3 (input wire i0, i1, i2, output wire o);
   wire t;
   and2 and2_0 (i0, i1, t);
   and2 and2_1 (i2, t, o);
endmodule
module or3 (input wire i0, i1, i2, output wire o);
   wire t;
   or2 or2_0 (i0, i1, t);
   or2 or2_1 (i2, t, o);
endmodule
module nor3 (input wire i0, i1, i2, output wire o);
   assign o = (~i0)&(~i1)&(~i2);
endmodule
module nand3 (input wire i0, i1, i2, output wire o);
   assign o = (~i0)|(~i1)|(~i2);
endmodule
module xor3 (input wire i0, i1, i2, output wire  o);
   assign o = (i0)^(i1)^(i2);
endmodule
module xnor3 (input wire i0, i1, i2, output wire o);
   assign o = ~((i0)^(i1)^(i2));
endmodule
module fa (input wire i0, i1, cin, output wire sum, cout);
   wire t0, t1, t2;
   xor3 _i0 (i0, i1, cin, sum);
   and2 _i1 (i0, i1, t0);
   and2 _i2 (i1, cin, t1);
   and2 _i3 (cin, i0, t2);
   or3 _i4 (t0, t1, t2, cout);
endmodule
module Adder(a,b,sum);
	input [7:0] a,b;
	output [7:0]sum;
	wire cout;
	wire [7:0] q;
	fa fa1(a[0],b[0],1'b0,sum[0],q[0]);
	fa fa2(a[1],b[1],q[0],sum[1],q[1]);
	fa fa3(a[2],b[2],q[1],sum[2],q[2]);
	fa fa4(a[3],b[3],q[2],sum[3],q[3]);
	fa fa5(a[4],b[4],q[3],sum[4],q[4]);
	fa fa6(a[5],b[5],q[4],sum[5],q[5]);
	fa fa7(a[6],b[6],q[5],sum[6],q[6]);
	fa fa8(a[7],b[7],q[6],sum[7],cout);
endmodule
module subtractor(a,b,sum);
	input [7:0] a,b;
	output [7:0]sum;
	wire [7:0] ib;
	wire cout;
	invert b1(ib[0],b[0]);
	invert b2(ib[1],b[1]);
	invert b3(ib[2],b[2]);
	invert b4(ib[3],b[3]);
	invert b5(ib[4],b[4]);
	invert b6(ib[5],b[5]);
	invert b7(ib[6],b[6]);
	invert b8(ib[7],b[7]);
	wire [7:0] q;
	fa fa1(a[0],ib[0],1'b1,sum[0],q[0]);
	fa fa2(a[1],ib[1],q[0],sum[1],q[1]);
	fa fa3(a[2],ib[2],q[1],sum[2],q[2]);
	fa fa4(a[3],ib[3],q[2],sum[3],q[3]);
	fa fa5(a[4],ib[4],q[3],sum[4],q[4]);
	fa fa6(a[5],ib[5],q[4],sum[5],q[5]);
	fa fa7(a[6],ib[6],q[5],sum[6],q[6]);
	fa fa8(a[7],ib[7],q[6],sum[7],cout);
endmodule
module booth_substep(input wire signed [7:0]a,Q,input wire signed q0,input wire signed [7:0] m,output reg signed [7:0] f8,output reg signed [7:0] l8,output reg cq0);
	wire [7:0] addam,subam;
	Adder myadd(a,m,addam);
	subtractor mysub(a,m,subam);
		always @(*) begin	
		if(Q[0] == q0) begin
			 cq0 = Q[0];
			l8 = Q>>1;
			 l8[7] = a[0];
			 f8 = a>>1;
			if (a[7] == 1)
			f8[7] = 1;
		end
		else if(Q[0] == 1 && q0 ==0) begin
			 cq0 = Q[0];
				l8 = Q>>1;
			 l8[7] = subam[0];
			 f8 = subam>>1;
			if (subam[7] == 1)
			f8[7] = 1;
		end
		else begin
			 cq0 = Q[0];
				l8 = Q>>1;
			 l8[7] = addam[0];
			 f8 = addam>>1;
			if (addam[7] == 1)
			f8[7] = 1;
		end
end	
endmodule 
module multiplier(input signed[7:0]a,b,output signed [15:0] c);
	wire signed [7:0]Q0,Q1,Q2,Q3,Q4,Q5,Q6,Q7;
	wire signed [7:0] m;
	wire signed [7:0] A1,A0,A3,A2;
	wire signed [7:0] A4,A5,A6,A7;
	wire signed[7:0] q0;
	wire qout;
	booth_substep step1(8'b00000000,a,1'b0,b,A1,Q1,q0[1]);
	booth_substep step2(A1,Q1,q0[1],b,A2,Q2,q0[2]);
	booth_substep step3(A2,Q2,q0[2],b,A3,Q3,q0[3]);
	booth_substep step4(A3,Q3,q0[3],b,A4,Q4,q0[4]);
	booth_substep step5(A4,Q4,q0[4],b,A5,Q5,q0[5]);
	booth_substep step6(A5,Q5,q0[5],b,A6,Q6,q0[6]);
	booth_substep step7(A6,Q6,q0[6],b,A7,Q7,q0[7]);
	booth_substep step8(A7,Q7,q0[7],b,c[15:8],c[7:0],qout);
endmodule
module counter1 ( input clk, 
input rstn, 
output reg[2:0] out); 
initial out<=0;
always @ (posedge clk) begin
if (! rstn) begin
  out<=0;
end
else begin
  out <= out+1;
end
end
endmodule
module counter2(input clk,input rstn,output reg[2:0]out);
reg[2:0]temp;
initial begin
  temp<=0;
  out<=0;
end
always @(posedge clk) begin
  if(!rstn) begin
    temp<=out<=0;
  end
  else begin
    temp<=temp+1;
    if(temp==3'b111) begin
      out<=out+1;
    end
  end
end
endmodule
module counter3(input clk,input rstn,output reg[5:0] out);
initial out<=0;
always @(posedge clk) begin
  if(!rstn) begin
    out<=0;
  end
  else begin
    out<=out+1;
  end
end
endmodule
module demux (
    input [15:0] data_in,  
    input [5:0] sel,       
    output reg [63:0][15:0] out  
);
always @* begin
    case(sel)
        6'b000000: out[0] = data_in;
        6'b000001: out[1] = data_in;
        6'b000010: out[2] = data_in;
        6'b000011: out[3] = data_in;
        6'b000100: out[4] = data_in;
        6'b000101: out[5] = data_in;
        6'b000110: out[6] = data_in;
        6'b000111: out[7] = data_in;
        6'b001000: out[8] = data_in;
        6'b001001: out[9] = data_in;
        6'b001010: out[10] = data_in;
        6'b001011: out[11] = data_in;
        6'b001100: out[12] = data_in;
        6'b001101: out[13] = data_in;
        6'b001110: out[14] = data_in;
        6'b001111: out[15] = data_in;
        6'b010000: out[16] = data_in;
        6'b010001: out[17] = data_in;
        6'b010010: out[18] = data_in;
        6'b010011: out[19] = data_in;
        6'b010100: out[20] = data_in;
        6'b010101: out[21] = data_in;
        6'b010110: out[22] = data_in;
        6'b010111: out[23] = data_in;
        6'b011000: out[24] = data_in;
        6'b011001: out[25] = data_in;
        6'b011010: out[26] = data_in;
        6'b011011: out[27] = data_in;
        6'b011100: out[28] = data_in;
        6'b011101: out[29] = data_in;
        6'b011110: out[30] = data_in;
        6'b011111: out[31] = data_in;
        6'b100000: out[32] = data_in;
        6'b100001: out[33] = data_in;
        6'b100010: out[34] = data_in;
        6'b100011: out[35] = data_in;
        6'b100100: out[36] = data_in;
        6'b100101: out[37] = data_in;
        6'b100110: out[38] = data_in;
        6'b100111: out[39] = data_in;
        6'b101000: out[40] = data_in;
        6'b101001: out[41] = data_in;
        6'b101010: out[42] = data_in;
        6'b101011: out[43] = data_in;
        6'b101100: out[44] = data_in;
        6'b101101: out[45] = data_in;
        6'b101110: out[46] = data_in;
        6'b101111: out[47] = data_in;
        6'b110000: out[48] = data_in;
        6'b110001: out[49] = data_in;
        6'b110010: out[50] = data_in;
        6'b110011: out[51] = data_in;
        6'b110100: out[52] = data_in;
        6'b110101: out[53] = data_in;
        6'b110110: out[54] = data_in;
        6'b110111: out[55] = data_in;
        6'b111000: out[56] = data_in;
        6'b111001: out[57] = data_in;
        6'b111010: out[58] = data_in;
        6'b111011: out[59] = data_in;
        6'b111100: out[60] = data_in;
        6'b111101: out[61] = data_in;
        6'b111110: out[62] = data_in;
        6'b111111: out[63] = data_in;
        default: out[0] = 16'b0000000000000000;  
    endcase
end
endmodule
module adder1 (
    input [15:0] a,  
    input [15:0] b,  
    output reg [15:0] sum  
);
always @* begin
    sum = a + b;  
end
endmodule
module adder2 (
    input [15:0] a,  
    input [15:0] b,  
    input [15:0] c,
    output reg [15:0] sum  
);
always @* begin
    sum = a + b + c;  
end
endmodule
module adder3 (
    input [15:0] a,  
    input [15:0] b,  
    input [15:0] c,
    input [15:0] d,
    output  [15:0] sum  
);
 assign    sum = a + b + c + d;  
endmodule
module adder4 (
    input [15:0] a,  
    input [15:0] b,  
    input [15:0] c,
    input [15:0] d,
    input [15:0] e,
    output [15:0] sum  
);
   assign  sum = a + b + c + d + e;  
endmodule
module adder5 (
    input [15:0] a,  
    input [15:0] b,  
    input [15:0] c,
    input [15:0] d,
    input [15:0] e,
     input [15:0] f,
    output  [15:0] sum  
);
  assign   sum = a + b + c + d + e + f;  
endmodule
module adder6 (
    input [15:0] a,  
    input [15:0] b,  
    input [15:0] c,
    input [15:0] d,
    input [15:0] e,
    input [15:0] f,
    input [15:0] g,
    output [15:0] sum  
);
 assign    sum = a + b + c + d + e + f + g;  
endmodule
module adder7 (
    input [15:0] a,  
    input [15:0] b,  
    input [15:0] c,
    input [15:0] d,
    input [15:0] e,
    input [15:0] f,
    input [15:0] g,
    input [15:0] h,
    output  [15:0] sum  
);
  assign   sum = a + b + c + d + e + f + g + h;  
endmodule
module main(input [7:0][7:0]S,H,input rstn,input clk,output  [14:0][15:0]out);
wire rstn=1'b1;
wire [2:0] out1;
wire [2:0] out2;
wire [5:0] out3;
wire [7:0]l1;
wire [7:0]l2;
wire [15:0] r1;
wire [63:0][15:0]D1;
counter1 c1(clk,rstn,out1[2 :0]);
counter2 c2(clk,rstn,out2[2:0]);
mux m1(S,l1,out2);
mux m2(H,l2,out1);
multiplier M1(l1,l2,r1);
counter3 c3(clk,rstn,out3[5:0]);
demux d1(r1,out3,D1);
adder1 a0(D1[0],16'b0000000000000000,out[0]);
adder1 a1(D1[1],D1[8],out[1]);
adder2 a2(D1[2],D1[9],D1[16],out[2]);
adder3 a3(D1[3],D1[10],D1[17],D1[24],out[3]);
adder4 a4(D1[4],D1[11],D1[18],D1[25],D1[32],out[4]);
adder5 a5(D1[5],D1[12],D1[19],D1[26],D1[33],D1[40],out[5]);
adder6 a6(D1[6],D1[13],D1[20],D1[27],D1[34],D1[41],D1[48],out[6]);
adder7 a7(D1[7],D1[14],D1[21],D1[28],D1[35],D1[42],D1[49],D1[56],out[7]);
adder6 a8(D1[15],D1[22],D1[29],D1[36],D1[43],D1[50],D1[57],out[8]);
adder5 a9(D1[23],D1[30],D1[37],D1[44],D1[51],D1[58],out[9]);
adder4 a10(D1[31],D1[38],D1[45],D1[52],D1[59],out[10]);
adder3 a11(D1[39],D1[46],D1[53],D1[60],out[11]);
adder2 a12(D1[47],D1[54],D1[61],out[12]);
adder1 a13(D1[55],D1[62],out[13]);
adder1 a14(D1[63],16'b0000000000000000,out[14]);
endmodule
</file>
<file path="design/flow/run.sh">
#!/bin/bash
# OpenROAD 26Q1-2900-gdf79404cd8, Yosys 0.63+post, stock flow scripts
make -C /OpenROAD-flow-scripts/flow DESIGN_CONFIG=/design/flow/config.mk WORK_HOME=/design/flow/orfs finish
</file>
==> reports/metrics.csv <==
stage,metric,value,unit
status,status,did not finish,
status,last stage reached,1_2_yosys,
status,error that stopped the run,ERROR: Found 1 problems in 'check -assert'.,
synthesis,number of warnings reported in the yosys synthesis log,8,
synthesis,top cells by count,"dlxtn_1 (960), fa_1 (613), inv_1 (362), ha_1 (243), nor2_1 (184)",
synthesis,cell count in the Yosys report,3614,
synthesis,Synth area leader,dlxtn_1,
synthesis,top cell type by instance count after synthesis,dlxtn_1,
synthesis,post-synth tally of flip-flops with integrated enable,3,
synthesis,fraction of registers with async set or reset after synthesis,0,%
synthesis,Yosys chip area,40400,um^2
synthesis,synth top area cells,"dlxtn_1 (36%), fa_1 (30%), ha_1 (7.5%)",
synthesis,predominant post-synthesis flop cell,dlxtn_1,
synthesis,portion of synthesized cell area occupied by the leading cell type,35.6,%
synthesis,count of unique library cells instantiated by Yosys,85,
synthesis,synthesized flop and latch total,975,
-- kinds of logic after synthesis --
group	after synthesis	share of synthesized area [%]
flip-flops	15	0.817
other	1	0.00927
adder cells (fa/ha/maj)	856	37.9
AND/OR/NAND/NOR	549	6.59
latches	960	35.6
XOR/XNOR	199	4.44
multiplexers	63	1.65
buffers and inverters	451	4.56
AND-OR/OR-AND	520	8.42
